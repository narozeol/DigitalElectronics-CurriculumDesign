$ cat ./config.mk
export PLATFORM = sky130hd
export DESIGN_NAME = FinalDesign
export DESIGN_NICKNAME = FinalDesign
export VERILOG_FILES = /design/flow/design.v
export SDC_FILE = /design/flow/constraint.sdc
export NUM_CORES = 4
export LEC_CHECK = 1
export CORE_UTILIZATION = 40
$ cat ./constraint.sdc
current_design FinalDesign

set clk_period 13.5
set clk_io_pct 0.2

create_clock -name clk0 -period $clk_period [get_ports {clk_50M}]

set non_clock_inputs [all_inputs -no_clocks]
set_input_delay [expr $clk_period * $clk_io_pct] -clock clk0 $non_clock_inputs
set_output_delay [expr $clk_period * $clk_io_pct] -clock clk0 [all_outputs]
$ cat ./design.v
module Counter(
    clk_50M,CounterFlag,CounterOut
);
input clk_50M;
input [1:0]CounterFlag;
output reg [9:0]CounterOut;
reg [31:0]counter;
initial begin
    counter <= 32'b0;
    CounterOut <= 10'b0;
end
always @(posedge clk_50M) begin
    case(CounterFlag)
        2'b00:begin
            counter <= 32'b0;
            CounterOut <= 10'b0;
        end
        2'b01:begin
            counter <= counter;
            CounterOut <= CounterOut;
        end
        2'b10:begin
            if (counter != 32'd50000) begin
                counter <= counter + 1;
            end
            else begin
                counter <= 32'b0;
                if (CounterOut != 10'd999) begin
                    CounterOut <= CounterOut + 1;
                end
                else begin
                    CounterOut <= 10'd999;
                end
            end
        end
        default:begin
            counter <= counter;
            CounterOut <= CounterOut;
        end
    endcase
end
endmodule
module DynamicScanTubes(clk_50M, DataIn, ErrorFlag, DIG, codeout);
    input clk_50M;
    input ErrorFlag; 
    input [9:0] DataIn; 
    output reg[7:0] DIG;
    output reg[6:0] codeout;
	reg [1:0] SEL;
	reg [9:0] Y;
	reg new_clk;
	reg [15:0] counter; 
    initial begin
        counter <= 0; 
        new_clk <= 0; 
		  SEL <= 2'b00;
		  Y <= 10'b0;
		  DIG <= 8'b0000_0000;
    end
    always @(posedge clk_50M) begin
        if (counter == 1500) begin
            counter <= 0; 
            new_clk <= ~new_clk; 
        end else begin
            counter <= counter + 1; 
        end
    end
    always @(posedge new_clk)
    begin
        if (SEL == 2'd2)
            SEL <= 2'd0;
        else
            SEL <= SEL + 1;
    end
    always @(SEL)
    begin
        case (SEL)
            2'd0: Y <= DataIn % 10; 
            2'd1: Y <= (DataIn / 10) % 10; 
            2'd2: Y <= DataIn / 100; 
            default: Y <= 4'b0000; 
        endcase
    end
    always @(*)
    begin
        if (ErrorFlag == 1)
            codeout = 7'b1111001; 
        else
            case(Y)
            4'd0 : codeout = 7'b0111111; 
            4'd1 : codeout = 7'b0000110;
            4'd2 : codeout = 7'b1011011;
            4'd3 : codeout = 7'b1001111;
            4'd4 : codeout = 7'b1100110;
            4'd5 : codeout = 7'b1101101;
            4'd6 : codeout = 7'b1111101;
            4'd7 : codeout = 7'b0000111;
            4'd8 : codeout = 7'b1111111;
            4'd9 : codeout = 7'b1101111;
            default: codeout = 7'b0000000;
            endcase
    end
    always @(SEL)
    begin 
        case (SEL)
            2'd0: DIG <= 8'b0000_0001; 
            2'd1: DIG <= 8'b0000_0010; 
            2'd2: DIG <= 8'b0000_0100; 
            default: DIG <= 8'b0000_0000;
        endcase
    end
endmodule
module FinalDesign (
    clk_50M,clear,start,stop,DIG,codeout,LED,LED_InRuning
);
input clk_50M,clear,start,stop;
output wire[7:0] DIG;
output wire[6:0] codeout;
output wire LED;
output wire LED_InRuning;
wire [9:0]CounterOut_wire;
wire [1:0]CounterFlag_wire;
wire ErrorFlag_wire;
MainLogic ML(
    .clk_50M(clk_50M),
    .clear(clear),
    .start(start),
    .stop(stop),
    .CounterFlag(CounterFlag_wire), 
    .ErrorFlag(ErrorFlag_wire), 
    .LED(LED), 
    .LED_InRuning(LED_InRuning)
);
Counter C(
    .clk_50M(clk_50M),
    .CounterFlag(CounterFlag_wire),
    .CounterOut(CounterOut_wire)
);
DynamicScanTubes DST(
    .clk_50M(clk_50M),
    .DataIn(CounterOut_wire),
    .ErrorFlag(ErrorFlag_wire),
    .DIG(DIG),
    .codeout(codeout)
);
endmodule
module MainLogic(
    clk_50M,clear,start,stop,CounterFlag,ErrorFlag,LED,LED_InRuning
);
input clk_50M,clear,start,stop;
output reg [1:0]CounterFlag;
output reg ErrorFlag;
output reg LED;
output reg LED_InRuning;
reg [31:0]RandomGenerator;
reg [31:0]RandomNum;
reg clear_temp,start_temp,stop_temp;
reg [31:0]counter;
initial begin
    clear_temp <= 1'b0;
    start_temp <= 1'b0;
    stop_temp <= 1'b0;
    CounterFlag <= 2'b00;
    ErrorFlag <= 1'b0;
    LED <= 1'b0;
    counter <= 32'b0;
    RandomNum <= 32'b0;
    RandomGenerator <= 32'b0;
end
always @(posedge clk_50M) begin
    RandomGenerator <= RandomGenerator + 1;
    if(clear_temp == 1'b0 && clear == 1'b1) begin
        CounterFlag <= 2'b00;   
        ErrorFlag <= 1'b0;
        LED <= 1'b0;
        LED_InRuning <= 1'b0;
        counter <= 32'b0;
        RandomNum <= 32'b0;
    end
    if(start_temp == 1'b0 && start == 1'b1) begin
        LED_InRuning <= 1'b1;
        RandomNum <= RandomGenerator % 200000000 + 100000000;
    end
    if(stop_temp == 1'b0 && stop == 1'b1) begin
        CounterFlag <= 2'b01;
        LED_InRuning <= 1'b0;
        LED <= 1'b0;
    end
    if (RandomNum != 0 && counter == RandomNum && CounterFlag == 2'b00) begin
        CounterFlag <= 2'b10;
        LED <= 1'b1;
    end
    else if (RandomNum != 0 && counter != RandomNum && CounterFlag == 2'b00) begin
        counter <= counter + 1; 
    end
    else if (RandomNum != 0 && CounterFlag == 2'b01) begin
        if (counter < RandomNum) begin  
            ErrorFlag <= 1'b1;
        end
        else begin
            ErrorFlag <= 1'b0;
        end
    end
    clear_temp <= clear;
    start_temp <= start;
    stop_temp <= stop;
end
endmodule
$ cat ./run.sh
#!/bin/bash
# OpenROAD 26Q1-2900-gdf79404cd8, Yosys 0.63+post, stock flow scripts
make -C /OpenROAD-flow-scripts/flow DESIGN_CONFIG=/design/flow/config.mk WORK_HOME=/design/flow/orfs finish
==> CHANGELOG.md <==
### Implementation results

- Mapped Area: 0.01650 sq mm
- Slew @ Worst Pin: approximately 1.1 ns
- DR vias: 16460
- Log Warnings: 43
- CTS Buf Count: 17
- Endpoints failing setup: 7
- Most instantiated logic cells after routing: buf_4 (300), nor2_1 (230), nand2_1 (199)
- Top cells by area, synth: edfxtp_1 (14%), dfxtp_1 (11%), xnor2_1 (6.6%), ha_1 (5.6%), nor2_1 (5.3%)
- Routed len/inst: roughly 15 um
- GR Util All Layers: 22.14%
- Worst Path Required: 10.80 ns
- First-pass GRT wire length: 74950 um
- Post-synth ARST share: 0%
- DR vias/cell: 5.604
- Worst Setup SP: C.CounterOut[4]
- CP endpoint kind: primary output
- Flops out of synthesis: 164
- Ys cells: approximately 2200
- Final ANT Viol Nets: 0
- Syn Inst Count: about 2200
- Largest net degree at the start of global routing: 51
- H-tree Lvls: 4
- Setup TNS: -29.75 ns
- Post-CTS Hold Buffers: 0
- Worst R2R End: ML.RandomNum[23]
- Rel. slew slack: 27.57%
- Synth unique cells: 111
- Yosys stat area: 0.01650 sq mm
- CP Data Arrival Time: 15.14 ns
- Die width: 205.1 um
- Slowest-stage cell, CP: or4b_4
- Slew Limit Fails: 0
- Die H: 205.1 um
- Init Core Util: between 40% and 50%
- Number of enable flip-flop cells: approximately 75
- Core area: between 0.04 and 0.05 sq mm
- Hold WS: 0.4712 ns
- Hold Violations, Final: 0
- Worst Path Buf+Inv: 5
- Maximum clock path buffer count: 2
- Setup ws final: -4.336 ns
- Row count: 74
- Seq/Total Area, Yosys: 24.45%
- DRT iter0 DRCs: about 1000
- Main synth FF type: dfxtp_1
- Endpoints left unconstrained: 5
- CP Max Fanout: 5
- Top cell area share: between 10% and 20%
- Ys Warns: 3
- Final GP Congestion: 0.9611
- R2R depth: 27
- RR Startpoint: ML.RandomGenerator[15]
- CP peak stage delay: 0.59 ns
- Max rail drop VDD: slightly above 70 uV
- CTS tree: yes
- Root Buffer: clkbuf_16
- Fin crit period: 17.84 ns
- Drt total wl: 45340 um
- Register pins left without a clock: 2
- Initial antenna violation count: 2
- Die footprint: 0.04207 sq mm
- Crit Path Class: reg -> out
- Global route overflow: 0
- I/O pin total: 21
- CP delay by family, top: simple AND/OR/NAND/NOR gates
- Clock Skews: 0.01449 ns
- Clk slew on worst S/H paths: 0.06 ns
- Outcome: complete, but fails checks
- Filler cells: 3780
- RSZ-0062 raised after global routing: yes
- Vias in the first global route: 15140
- R2R Setup Slk: 2.45 ns
- Final Cycle Share: 132.1%
- Worst-Skew Late Latency: 0.43 ns
- DP Cell Count: 2865
- Initial DRT Pass Iterations: 5
- Top cell excl fill/tap: buf_4
- Layout cells sized above 1: 20.26%
- Type of the worst min-delay path: reg -> reg
- Critical Path End: codeout[3]
- Total power: between 1500 and 2000 uW
- Max_cap viols: 0
- Startpoint type of the worst setup path: register
- Failing checks: setup timing
- Placed inst area: 0.01903 sq mm
- Total stage count of the critical path: 72
- Post-Syn Area per Cell: ~7.7 sq um
- Area leader, netlist: edfxtp_1
- PortBufs: 15
- Non-filler cells, final: 2937
- Detailed-route DRC error count: 0
- Leak pwr: 0.007811 uW
- DP Wirelength: 34740 um
- Max Clk Rate: about 56 MHz
- Pwr/cell area: 81.48 mW/mm^2
- Layout area overhead: 22.11%
- Post-Layout Inst Area: 0.02015 sq mm
==> metrics by stage <==
| stage | setup slack, ns | util, % |
|---|---|---|
| after floorplan | -4.532 | - |
| after global placement | -4.159 | 46.71 |
| after detailed placement | -4.492 | 46.71 |
| after CTS | -4.763 | 48.67 |
| after global routing | -5.061 | 49.46 |
| final | -4.336 | 49.46 |
==> cell usage after synthesis (25+ instances only) <==
| cell | n |
|---|---|
| ha_1 | 74 |
| nor3_1 | 62 |
| edfxtp_1 | 75 |
| and3_1 | 33 |
| clkbuf_1 | 73 |
| dfxtp_1 | 89 |
| nand4_1 | 39 |
| o31ai_1 | 25 |
| o21ai_0 | 98 |
| nor4_1 | 30 |
| nand3_1 | 119 |
| or3_1 | 31 |
| nor2b_1 | 25 |
| nor2_1 | 234 |
| xor2_1 | 79 |
| and2_1 | 26 |
| nand2_1 | 201 |
| nand2b_1 | 30 |
| a211oi_1 | 29 |
| o211ai_1 | 31 |
| inv_1 | 94 |
| xnor2_1 | 124 |
| a21oi_1 | 112 |
==> routing by layer <==
layer	global-route usage, %	vias to the layer above	wire length [um]
met5	0	-	18
met4	4.656	2	952
met3	2.857	65	1827
met2	35.47	333	20910
met1	32.37	7659	21630
li1	-	8400	-
==> area by class of cell <==
class / count / area (sq um) / area share (%)
multi-input combinational: 1792 / 12060 / 59.83
sequential: 164 / 4034 / 20.02
timing repair buffer: 317 / 2429 / 12.05
tap: 532 / 665.6 / 3.304
clock buffer: 19 / 432.9 / 2.149
inverter: 99 / 376.6 / 1.869
clock inverter: 13 / 152.6 / 0.7576
antenna: 1 / 2.502 / 0.01242
==> worst register-to-register path, delay by kind of cell, from the launching register on <==
kind / cells / cell delay (ns)
AND-OR/OR-AND: 18 / 7.04
AND/OR/NAND/NOR: 5 / 1.71
XOR/XNOR: 2 / 0.85
multiplexers: 2 / 0.76
flip-flops: 1 / 0.40
==> worst min path at each step <==
| stage | startpoint | end | cells after the start |
|---|---|---|---|
| CTS | DST.counter[15] | DST.counter[15] | 1 |
| global route | DST.counter[15] | DST.counter[15] | 1 |
| finish | DST.counter[15] | DST.counter[15] | 1 |
==> sequential cells by signal, indices dropped and copies added, names as in the netlist <==
name	cells
ML.start_temp	1
ML.clear_temp	1
ML.ErrorFlag	1
DST.new_clk	1
DST.counter	16
ML.CounterFlag	2
ML.counter	32
C.CounterOut	10
C.counter	32
DST.SEL	2
ML.stop_temp	1
ML.RandomNum	32
ML.RandomGenerator	32
ML.LED_InRuning	1
==> cells by family after synthesis <==
logic type      after synthesis  share of synthesized area, %
fa+ha+maj                    78                         5.854
mux                          34                         2.229
simple gates                928                         28.60
buf+inv                     202                         5.050
other cells                   1                       0.02273
flops                       164                         24.45
compound gates              541                         23.01
xor+xnor                    203                         10.78
==> power breakdown <==
| group | internal [uW] | switching (uW) | total (uW) |
|---|---|---|---|
| Sequential | 538 | 21.4 | 560 |
| Combinational | 305 | 292 | 597 |
| Clock | 277 | 208 | 485 |
| Total | 1120 | 522 | 1640 |
==> what timing repair did <==
item                       4_1_cts  5_1_grt
cloned                           0        0
gates resized                   14       49
setup endpoints to repair        7        7
buffers inserted                22       18
pin swaps                        7       41
No activity file was given, so power comes from the tool's default toggle rates.
